===== flow/design.v =====
`timescale 1ns / 1ps
module datamem(
    input [31:0] address,
    input [4:0] exmem_rs,
    input [31:0] writedata,
    input memread,
    input memwrite,
    output reg [31:0] readdata
    );
     reg [7:0] dmem [0:100];
     integer k;
     wire [31:0] effective_address;
     assign effective_address = address + {{27{0}}, exmem_rs[4:0]};
    initial 
     begin
        for (k = 0; k < 101; k = k + 1)
            dmem[k] = k;  
    end
   always @(*) 
     begin
     if (memread) 
      begin
       readdata [31:24] = dmem[effective_address];
        readdata [23:16]= dmem[effective_address + 1];
         readdata [15:8]= dmem[effective_address + 2];
          readdata [7:0]=dmem[effective_address + 3];    
      end 
     else
      begin
       readdata = 32'b0;
      end
    end
     always @(*) 
      begin
        if (memwrite) 
         begin
            dmem[effective_address]= writedata[31:24];
            dmem[effective_address + 1] = writedata[23:16];
            dmem[effective_address + 2] = writedata[15:8];
            dmem[effective_address + 3] = writedata[7:0];
         end
      end
endmodule

===== flow/run.sh =====
#!/bin/bash
# OpenROAD 26Q1-2900-gdf79404cd8, Yosys 0.63+post, stock flow scripts
make -C /OpenROAD-flow-scripts/flow DESIGN_CONFIG=/design/flow/config.mk WORK_HOME=/design/flow/orfs finish

===== flow/config.mk =====
export PLATFORM = sky130hd
export DESIGN_NAME = datamem
export DESIGN_NICKNAME = datamem
export VERILOG_FILES = /design/flow/design.v
export SDC_FILE = /design/flow/constraint.sdc
export NUM_CORES = 4
export LEC_CHECK = 1
export CORE_UTILIZATION = 40

===== flow/constraint.sdc =====
current_design datamem

set clk_period 30.5
set clk_io_pct 0.2

create_clock -name clk0 -period $clk_period

set non_clock_inputs [all_inputs -no_clocks]
set_input_delay [expr $clk_period * $clk_io_pct] -clock clk0 $non_clock_inputs
set_output_delay [expr $clk_period * $clk_io_pct] -clock clk0 [all_outputs]

==> results_slide.txt <==
Physical Implementation Snapshot

Outcome
  – Fail Step: global routing (5_1_grt)
  – Status: aborted with a tool error
  – Run Error: [ERROR GRT-0116] Global routing finished with congestion. Check the congestion regions in the DRC Viewer.

Synthesis
  – Cell area leaders: dlxtn_1, nand2_1, o21ai_0
  – Avg Cell Area, Syn: 6.33 um2
  – Top FF cell, synth: dlxtn_1
  – Asr flop ratio synth: 0%
  – Number of enable flip-flop cells: 0
  – Top area contributor share: 19.1%
  – Ys cells: 10,000
  – Post-Syn Instances: 10,000
  – Synthesis area per yosys: 63,400 um2
  – Leading area contributor after synthesis: dlxtn_1
  – Syn. warnings: 2
  – Synthesized cell area: 63,400 um2
  – Library cells used by synthesis: 92
  – Synthesized registers: 808

Die
  – FP Rows: 145
  – DIE WIDTH: 400 um
  – Die height: 400 um
  – I/O Pins: 103
  – Fp util: 40.4%

Placement
  – Port Buffer Count: 78
  – HPWL Detailed: 612,000 um
  – RePlAce Congestion: 1.83
  – DP Worst Slack: 9.82 ns

CTS
  – Post-CTS Hold Fix Bufs: 0
  – Post_cts resized: 0
  – Setup Fix Bufs, Post-CTS: 0

Global routing
  – Global-route wire length before repair: 1,150,000 um
  – GR Overflow Total: 14,600
  – Vias in the first global route: 111,000
  – Largest net degree at the start of global routing: 61
  – GRT Util Overall: 109%

Final timing
  – Register pins left without a clock: 808
  – Endpoints left unconstrained: 808
metrics by stage:
step                      util, %  hold slack, ns  power (uW)  instances  area (um2)
after CTS                    44.8           13.42        2390      11900       70300
after detailed placement     44.8           13.42        2390      11900       70300
after global placement       44.8           13.42        2390      11900       70300
after floorplan                 -           12.47         962      10000       63400
kinds of logic after synthesis:
logic type | after synthesis | share of synthesized area (%)
latches | 808 | 19.1
mux | 352 | 5.57
fa+ha+maj | 8 | 0.170
buf+inv | 1173 | 7.13
simple gates | 3297 | 22.6
xor+xnor | 17 | 0.294
compound gates | 4353 | 45.1
Yosys cell counts, types with 19 or more instances:
cell,number
buf_1,80
a221oi_1,198
a31oi_1,61
nor2_1,564
o2bb2ai_1,21
a32oi_1,51
a22oi_1,733
nor4_1,87
and2_1,19
a211oi_1,142
a32o_1,21
and3_1,90
and4_1,26
o41ai_1,46
buf_2,69
a22o_1,209
o21ai_0,1141
nor3_1,159
a221o_1,99
nor2b_1,35
nand3_1,297
nand4_1,160
dlxtn_1,808
mux2i_1,344
clkbuf_1,1001
a21oi_1,1065
o22ai_1,74
a21o_1,63
nand2_1,1785
o211ai_1,45
a222oi_1,130
a2111oi_0,37
o31ai_1,83
layer usage:
metal  GRT overflow  GRT usage, %
met1           2631           104
met2           6725           119
met3           2765           106
met4           2211           109
met5            223          94.4
Power is estimated from default activity; no workload was simulated.
