**constraint.sdc**
```tcl
current_design exmem

set clk_period 1.0
set clk_io_pct 0.2

create_clock -name clk0 -period $clk_period [get_ports {clk}]

set non_clock_inputs [all_inputs -no_clocks]
set_input_delay [expr $clk_period * $clk_io_pct] -clock clk0 $non_clock_inputs
set_output_delay [expr $clk_period * $clk_io_pct] -clock clk0 [all_outputs]
```
**design.v**
```verilog
`timescale 1ns / 1ps
module exmem(
    input clk,
    input reset,
    input [31:0] rrex_extended16,extended26,result,rrex_data2,rrex_data1,
    input rrex_branch,rrex_memread,rrex_memtoreg,rrex_memwrite,rrex_regdst,rrex_regwrite,
    input [4:0] rrex_rs,rrex_rd,rrex_rt,
    output reg [31:0] exmem_extended26,exmem_result,exmem_extended16,exmem_data2,exmem_data1,
    output reg exmem_branch,exmem_memread,exmem_memtoreg,exmem_memwrite,exmem_regdst,exmem_regwrite,
    output reg [4:0] exmem_rs,exmem_rd,exmem_rt
    );
    always @ (posedge clk)
     if (reset)
     begin
      exmem_extended26 <= 32'b0;
      exmem_result <= 32'b0;
      exmem_extended16 <= 32'b0;
      exmem_branch <= 0;
      exmem_memread <= 0;
      exmem_memtoreg <= 0;
      exmem_memwrite <= 0;
      exmem_regwrite <= 0;
      exmem_regdst <= 0;
      exmem_rd <= 5'b0;
      exmem_rt <= 5'b0;
      exmem_rs <= 5'b0;
      exmem_data2 <= 32'b0;
      exmem_data1 <= 32'b0;
     end
     else
     begin 
      exmem_extended26 <= extended26;
      exmem_result <= result;
      exmem_extended16 <= rrex_extended16;
      exmem_branch <= rrex_branch;
      exmem_memread <= rrex_memread;
      exmem_memtoreg <= rrex_memtoreg;
      exmem_memwrite <= rrex_memwrite;
      exmem_regdst <= rrex_regdst;
      exmem_regwrite <= rrex_regwrite;
      exmem_rd <= rrex_rd;
      exmem_rt <= rrex_rt;
      exmem_rs <= rrex_rs;
      exmem_data2 <= rrex_data2;
      exmem_data1 <= rrex_data1;
     end 
endmodule
```
**config.mk**
```make
export PLATFORM = sky130hd
export DESIGN_NAME = exmem
export DESIGN_NICKNAME = exmem
export VERILOG_FILES = /design/flow/design.v
export SDC_FILE = /design/flow/constraint.sdc
export NUM_CORES = 4
export LEC_CHECK = 1
export CORE_AREA = 10 10 229 229
export DIE_AREA = 0 0 239 239
```
**run.sh**
```bash
#!/bin/bash
# OpenROAD 26Q1-2900-gdf79404cd8, Yosys 0.63+post, stock flow scripts
make -C /OpenROAD-flow-scripts/flow DESIGN_CONFIG=/design/flow/config.mk WORK_HOME=/design/flow/orfs finish
```
==> impl_table.tex <==
% Generated from flow reports
\begin{tabular}{lr}
\hline
Metric & Value \\
\hline
\multicolumn{2}{l}{\textbf{Global routing}} \\
\quad Initial antenna violation count & 6 \\
\quad GRT Overall Usage & under 10\% \\
\quad Total overflow reported by the global router & 0 \\
\quad Via count of the first global-routing pass & about 4100 \\
\quad Wire length of the first global-routing pass & 28.1 mm \\
\quad Maximum number of pins on one net before global-route repair & just under 60 \\
\multicolumn{2}{l}{\textbf{Power and ir drop}} \\
\quad PD cells & approximately 1700 mW/mm\^{}2 \\
\quad Static leakage & slightly above 4 nW \\
\quad Seq pwr share & a little under half \\
\quad Comb power frac & a little over a tenth \\
\quad Share of total power in the clock network & between 40 and 50\% \\
\quad Internal power & between 0.01 and 0.015 W \\
\quad Maximum resistive drop on vdd & about 1.2 mV \\
\quad Switching part of the total & 23.0\% \\
\quad Total net switching power & 0.00376 W \\
\multicolumn{2}{l}{\textbf{Drt}} \\
\quad Post-route antenna net violation count & 0 \\
\quad Routed Wire Length & 20.0 mm \\
\quad Diode count & 0 \\
\quad Via count normalized by instance count & around 2.9 \\
\quad DRC viols & 0 \\
\quad Iteration count of the initial detailed-routing pass & 4 \\
\quad Number of DRC violations after detailed-routing iteration 0 & around 52 \\
\quad Total via count in the routed design & 3956 \\
\quad Per-cell routed wire length & approximately 14 um \\
\multicolumn{2}{l}{\textbf{Floorplan}} \\
\quad Placement row count & roughly 80 \\
\quad Die boundary height & around 240 um \\
\quad Die Area & 0.0571 sq mm \\
\quad Floorplan core density & $\sim$11\% \\
\quad Horizontal die dimension & between 200 and 250 um \\
\quad Area inside the core boundary & between 0.04 and 0.05 sq mm \\
\quad Number of top-level design ports & around 360 \\
\multicolumn{2}{l}{\textbf{Outcome}} \\
\quad Outcome & finished, violations left \\
\quad Failing checks & setup timing \\
\multicolumn{2}{l}{\textbf{Placed design}} \\
\quad Dpl hpwl & between 15 and 20 mm \\
\quad Placed Instances & roughly 1400 \\
\quad Final weighted congestion in routability-driven placement & between 0.7 and 0.8 \\
\quad Dpl cell area & a little under 0.01 sq mm \\
\quad PortBufs & 363 \\
\multicolumn{2}{l}{\textbf{Critical path}} \\
\quad CP Launch Type & flop \\
\quad Worst path top cell family by delay & flip-flops \\
\quad Maximum cell stage delay along the critical path & $\sim$0.40 ns \\
\quad Master of the slowest instance on the critical path & sky130\_fd\_sc\_hd\_\_dfxtp\_4 \\
\quad Crit Path Class & flop to primary output \\
\quad Largest fanout of any net on the critical path & 1 \\
\quad Beginning of the critical path & exmem\_extended16[9] \\
\quad Data required time at the worst endpoint & about 0.80 ns \\
\quad Crit path capture type & primary output \\
\quad Crit path buf inv count & 1 \\
\quad Cell chain of the critical path & buf\_6 \\
\quad Worst Path Arrival & 0.97 ns \\
\multicolumn{2}{l}{\textbf{Synth}} \\
\quad Number of instances in the synthesized netlist & about 380 \\
\quad Flops \& latches, synth & $\sim$180 \\
\quad Yosys Chip Area & between 0.005 and 0.006 sq mm \\
\quad Synthesized area per cell & roughly 14 sq um \\
\quad Top cells, area & sky130\_fd\_sc\_hd\_\_dfxtp\_1, sky130\_fd\_sc\_hd\_\_nor2b\_1, sky130\_fd\_sc\_hd\_\_nor2b\_2 \\
\quad Number of cells in Yosys stat & approximately 380 \\
\quad Synth Seq Share & 67.3\% \\
\quad Yosys warning count & 1 \\
\quad Combined area of all synthesized cells & around 0.0054 sq mm \\
\quad Yosys cell types & 7 \\
\quad Leading area contributor after synthesis & sky130\_fd\_sc\_hd\_\_dfxtp\_1 \\
\quad Top-area cell share & 67.3\% \\
\multicolumn{2}{l}{\textbf{Min path}} \\
\quad Worst Hold Class & primary input to flop \\
\quad Startpoint of the tightest hold check path & reset \\
\multicolumn{2}{l}{\textbf{Flow run}} \\
\quad Max-cap violation count & 0 \\
\quad Number of warning messages in the logs & 27 \\
\multicolumn{2}{l}{\textbf{CTS}} \\
\quad H-Tree Depth & 4 \\
\quad Clock-pin slew reported for the worst setup and hold paths after clock tree synthesis & 0.07 ns \\
\quad Number of post-CTS setup repair buffers & 0 \\
\quad TritonCTS clock tree & built \\
\quad Buffer type at the clock tree root & sky130\_fd\_sc\_hd\_\_clkbuf\_16 \\
\quad Clock Sinks & roughly 180 \\
\quad Total CTS buffers & 17 \\
\quad Buffer levels on the longest clock path & 2 \\
\multicolumn{2}{l}{\textbf{STA}} \\
\quad Actual slew at the worst max-slew pin & between 0.3 and 0.4 ns \\
\quad Post-route setup slack & -0.172 ns \\
\quad Pins over their slew limit & 0 \\
\quad Relative slew margins & 79.0\% \\
\quad Period minus WS final & around 1.2 ns \\
\quad Maximum clock frequency & 853 MHz \\
\quad Setup\_tns & -14.76 ns \\
\quad Finish-stage setup viols & between 150 and 200 \\
\quad RSZ-0062 raised after global routing & yes \\
\quad Hold Fails Final Rpt & 0 \\
\quad Share of the clock period used by the worst path & 117\% \\
\multicolumn{2}{l}{\textbf{Finish}} \\
\quad Tally of filler cells in the layout & slightly above 5000 \\
\quad Final Cell Area & between 0.009 and 0.01 sq mm \\
\quad Most common cell after layout, fill and taps aside & sky130\_fd\_sc\_hd\_\_clkdlybuf4s50\_1 \\
\quad Post-Layout Cell Count & $\sim$1400 \\
\quad Most common logic cells in the final layout & sky130\_fd\_sc\_hd\_\_clkdlybuf4s50\_1, sky130\_fd\_sc\_hd\_\_buf\_2, sky130\_fd\_sc\_hd\_\_dfxtp\_1, sky130\_fd\_sc\_hd\_\_nor2b\_1, sky130\_fd\_sc\_hd\_\_nor2b\_2 \\
\quad Multi-input logic area & between 0.0015 and 0.002 sq mm \\
\quad Share of final-layout standard cells stronger than drive strength 1 & 46.6\% \\
\quad Synthesis-to-layout area growth & 79.5\% \\
\quad Sequential cell area & about 0.0037 sq mm \\
\hline
\end{tabular}
-- cells by family (layout without fill, tap and decap cells) --
group | after synthesis | after routing | synth area share, %
buffers and inverters | 20 | 411 | 4.60
and+or+nand+nor | 181 | 181 | 28.1
DFF | 181 | 181 | 67.3
-- cell usage after synthesis, drive strengths merged --
cell and n:
buf 20, dfxtp 181, nor2b 181
-- stage by stage --
step	setup slack (ns)	hold slack, ns	util (%)	power [W]
floorplan	0.227	0.328	-	0.00831
global placement	-0.286	0.505	20.6	0.0100
detailed placement	-0.269	0.505	20.6	0.0100
CTS	-0.272	0.0626	20.2	0.0168
finish	-0.172	0.109	20.3	0.0164
global route	-0.267	0.0711	20.3	0.0172
-- area by class of cell --
cell class,count,share of cell area [%]
Sequential cell,181,38.1
Timing Repair Buffer,379,32.1
Multi-Input combinational cell,181,15.7
Tap cell,615,7.96
Clock buffer,17,4.40
Clock inverter,15,1.77
-- routing by layer --
layer	vias up	track usage [%]	share of wire (%)
met5	-	0	0.38
met4	12	1.10	1.7
met3	34	5.16	17
met2	255	10.4	44
met1	1753	7.53	37
li1	1902	-	-
-- sequential cells by signal, indices dropped and copies added (netlist names) --
register and count:
exmem_extended26 32, exmem_memread 1, exmem_rd 5, exmem_branch 1, exmem_extended16 32, exmem_rt 5, exmem_memwrite 1, exmem_regwrite 1
exmem_data1 32, exmem_memtoreg 1, exmem_regdst 1, exmem_result 32, exmem_rs 5, exmem_data2 32
-- what timing repair did --
| item | 4_1_cts | 5_1_grt |
|---|---|---|
| hold buffers | 1 | 0 |
| pin swaps | 0 | 0 |
| hold endpoints to repair | 2 | 0 |
| endpoints found under the setup margin | 181 | 181 |
| cloned | 0 | 0 |
| gates resized | 639 | 20 |
-- worst paths after layout --
check	to	slack, ns	cells after the start
hold / removal	exmem_data1[19]	0.11	3
setup / recovery	exmem_extended16[9]	-0.17	1
-- power by group through the flow --
stage / logic [W] / clock network [W] / registers, W
after CTS: 0.00180 / 0.00725 / 0.00771
final: 0.00176 / 0.00691 / 0.00771
after global routing: 0.00192 / 0.00751 / 0.00775
Power and IR drop assume default switching activity.
