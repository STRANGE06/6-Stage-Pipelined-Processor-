==> ./design.v <==
`timescale 1ns / 1ps
module regfile(
    input [4:0] readreg1, readreg2, writereg,
    input [31:0] writedata,
    output reg [31:0] data1, data2,  
    input regwrite,clk
);
    reg [31:0] regmem [31:0]; 
    integer k;
    initial begin
        for (k = 0; k < 32; k = k + 1)
            regmem[k] = 0;  
    end
    always @(negedge clk) begin
        data1 <= regmem[readreg1];  
        data2 <= regmem[readreg2];
    end
    always @(posedge clk) begin
      if (regwrite && writereg != 5'b00000) begin
            regmem[writereg] <= writedata;  
        end
    end
endmodule
==> ./run.sh <==
#!/bin/bash
# OpenROAD 26Q1-2900-gdf79404cd8, Yosys 0.63+post, stock flow scripts
make -C /OpenROAD-flow-scripts/flow DESIGN_CONFIG=/design/flow/config.mk WORK_HOME=/design/flow/orfs finish
==> ./config.mk <==
export PLATFORM = sky130hd
export DESIGN_NAME = regfile
export DESIGN_NICKNAME = regfile
export VERILOG_FILES = /design/flow/design.v
export SDC_FILE = /design/flow/constraint.sdc
export NUM_CORES = 4
export LEC_CHECK = 1
export CORE_UTILIZATION = 50
==> ./constraint.sdc <==
current_design regfile

set clk_period 6.4
set clk_io_pct 0.2

create_clock -name clk0 -period $clk_period [get_ports {clk}]

set non_clock_inputs [all_inputs -no_clocks]
set_input_delay [expr $clk_period * $clk_io_pct] -clock clk0 $non_clock_inputs
set_output_delay [expr $clk_period * $clk_io_pct] -clock clk0 [all_outputs]
==> summary.txt <==
Implementation results are summarized by area below.

Clock tree
The clock transition at the register clock pins on the worst setup and hold paths after CTS is 0.06 ns. Buffers inserted during clock tree synthesis total 116. The H-tree depth is 3. TritonCTS built the clock tree. The tree is rooted in a sky130_fd_sc_hd__clkbuf_16. The insertion delay at the late pin of the worst-skew pair is 0.70 ns. CTS saw 1088 sinks. The total setup buffers inserted after CTS is 0. Looking at the clock tree report, the maximum root-to-sink buffer count equals 3. The number of cells upsized or downsized after cts is 0. The number of hold buffers added after CTS was 0.

Die
Measured along the y axis, the die boundary spans 318 um. The site row count is 115. The top-level port count is 113. The total die size is 0.101 mm^2. The floorplan step defined a core boundary enclosing 0.0989 mm^2. The floorplan step records an initial core utilization of 0.507. The horizontal die size is 318 um.

Synth
Per the synthesis report, the XOR/XNOR share of the synthesized area is 0. Counting flops and latches in the post-synthesis netlist gives 1088. After synthesis, the most frequently instantiated cells are sky130_fd_sc_hd__edfxtp_1, sky130_fd_sc_hd__mux2i_1, sky130_fd_sc_hd__nand2_1. Counting flops with a built-in enable in the synthesized netlist gives 1024.

Per the synthesis report, the adder-cell share of the synthesized area is 0. The Yosys warning count is 1. Per the synthesis report, the dominant area consumer among library cells is sky130_fd_sc_hd__edfxtp_1. Of the total synthesized cell area, the portion taken by AND-OR and OR-AND cells is 0.0784. In this run the cell area of the synthesized design comes to 0.0501 mm^2.

Yosys mapped the design onto 26 distinct sky130hd cell types. For this run, the chip area from Yosys synthesis comes to 0.0501 mm^2. For reference, the top cells by area after synthesis are sky130_fd_sc_hd__edfxtp_1, sky130_fd_sc_hd__mux2i_1, sky130_fd_sc_hd__a22oi_1. The sequential-to-total area share from yosys stat is 0.640. The number of cell instances after yosys synthesis is 3451.

For reference, the mux area share after synthesis is 0.205. The area fraction in and, or, nand and nor cells after synthesis is 0.0459. Post-synth the commonest register cell is sky130_fd_sc_hd__edfxtp_1. The synthesis run identifies the leading combinational cell family as multiplexers.

Of the post-synthesis cell area, the dominant cell type holds 0.614. The synthesized area per cell is 14.5 um^2. The cell count after synthesis came out at 3451. The synthesis report gives the async set-or-reset register share as 0.

Final timing
The slew at the pin closest to its max-slew limit is 1.05 ns. The final setup skew is 0.0191 ns. Measured against its own limit, the worst slew margin works out to 0.296.

The count of final max-slew check failures is 0. The final-report setup violation count is 0. Setup repair after global routing left no endpoint under its margin. After layout, the worst setup slack is 0.137 ns.

The final hold violation count recorded for this run is 0.

Global routing
Global routing finished with a remaining overflow of 0. The number of global-route vias before repair came to 33809. The number of antenna violations at the first check in global routing was 4. The met1 track demand over resource is 0.451.

The global routing met2 resource utilization is 0.496. The first-pass GRT wire length is 230000 um. Total global-route track usage over all layers is 0.347. Entering global routing, the biggest net connects 61 pins. In this run the most used layer during global routing was met2.

For this run, global-route usage on met3 was measured as 0.236.

Placed design
Detailed placement finished with a half-perimeter wire length of 95400 um. RePlAce ended its routability-driven mode at a weighted congestion of 0.935. Before CTS, the worst setup slack after placement is -0.165 ns.

The count of buffers inserted at the top-level ports is 112.

Critical path
The type of element launching the critical path is a register. The delay of the slowest cell on the worst path is 0.55 ns. The slowest cell on the critical path is sky130_fd_sc_hd__clkdlybuf4s50_1.

The critical path data required time is 5.12 ns. The number of buffer and inverter stages on the critical path is 1. The OpenROAD report gives the critical path a data arrival time of 4.98 ns. On the critical path the largest part of the delay comes from buffers and inverters.

The startpoint identified for the worst register-to-register timing path is regmem[0][1]$_DFFE_PP_. STA reports a reg2reg setup slack of 1.84 ns. The critical path capture point type is an output pin. The most critical setup path has its startpoint at data2[5]$_DFF_N_. The cell sequence reported for the critical path is clkdlybuf4s50_1.

STA lists the maximum fanout along the critical path as 1. The category of the critical setup timing path is register to output pin.

Hold path
The class of the worst hold path is input port to register. The origin of the worst min-delay path is writedata[14].

Run status
The run finished with clean final reports.

Run
The total of max-cap violations is 0. The number of warnings reported in the stage logs is 90.

Power and ir drop
VDD sags by at most 0.231 mV. The total power after layout is 16.4 mW. The areal power density over the cells is 279 mW/mm^2. The leakage component of the power was reported as 22.4 nW.

Drt
The number of iterations in the first detailed-routing pass is 5. For this block, the via count after detailed routing is 32349. The script parses the final routing iteration and logs DRC violations as 0. In the routed layout, each cell is associated on average with a via count of 6.25. The final layout contains routed wiring with a total length of 160000 um.

The residual antenna-violating net count after detailed routing is 0. The average routed wire per standard cell is 30.9 um. The DRC violation total after the first TritonRoute iteration is 2075.

Final layout
Of the cells placed in the final design, the portion with a size suffix greater than 1 is 0.124. For this run, the share of the core covered by cells in the final layout is 0.596. The area overhead of the layout relative to synthesis is 17.6%.
==> metal layers <==
metal,vias up,share of wire
li1,14280,-
met1,15769,0.34
met2,1963,0.46
met3,325,0.16
met4,12,0.034
met5,-,0.00099
==> sequential cells by signal (all words and copies together) (netlist names) <==
name and count:
data2 32, regmem 1024, data1 32
==> cells by family after synthesis <==
logic type | after synthesis
other | 1
multiplexers | 1024
AND-OR/OR-AND | 576
flip-flops | 1088
buffers and inverters | 254
AND/OR/NAND/NOR | 508
==> where the power goes <==
group          internal (mW)  switching (mW)
Sequential              7.94           0.101
Clock                   4.07            2.84
Combinational          0.633           0.857
Total                   12.6            3.80
==> worst paths after layout <==
path                              endpoint  cells past startpoint
setup / recovery                  data2[5]                      1
hold / removal    regmem[31][14]$_DFFE_PP_                      2
setup reg to reg          data2[1]$_DFF_N_                      6
hold reg to reg          data2[17]$_DFF_N_                      4
==> cell type report <==
| cell class | count | area [um^2] |
|---|---|---|
| Tap cell | 1287 | 1610 |
| Timing Repair Buffer | 380 | 4230 |
| Fill cell | 7241 | 40000 |
| Sequential cell | 1088 | 32000 |
| Clock buffer | 152 | 3250 |
| Antenna cell | 2 | 5.00 |
| Multi-Input combinational cell | 2140 | 16900 |
| Clock inverter | 130 | 852 |
==> per-stage QoR <==
stage	instances	hold WS, ns	setup TNS (ns)	cell area, um^2
floorplan	3482	1.38	0	50200
global placement	4896	2.10	-1.33	54800
detailed placement	4896	2.11	-1.84	54800
CTS	5177	1.36	0	58900
global route	5177	1.40	0	58900
finish	5179	1.40	0	58900
==> cell usage in the layout (no fill, tap or decap), types with 3 or more instances in the layout <==
master,Yosys,routed
sky130_fd_sc_hd__mux2i_1,1024,1024
sky130_fd_sc_hd__edfxtp_1,1024,1024
sky130_fd_sc_hd__nand3_1,194,194
sky130_fd_sc_hd__nand2_1,195,193
sky130_fd_sc_hd__a22oi_1,192,192
sky130_fd_sc_hd__a21oi_1,192,192
sky130_fd_sc_hd__buf_4,49,181
sky130_fd_sc_hd__a22o_1,128,128
sky130_fd_sc_hd__clkbuf_16,0,126
sky130_fd_sc_hd__clkdlybuf4s50_1,0,110
sky130_fd_sc_hd__buf_12,0,87
sky130_fd_sc_hd__inv_1,1,69
sky130_fd_sc_hd__nor3_1,64,64
sky130_fd_sc_hd__a31oi_1,64,64
sky130_fd_sc_hd__dfxtp_1,64,64
sky130_fd_sc_hd__nor2_4,0,33
sky130_fd_sc_hd__conb_1,1,32
sky130_fd_sc_hd__clkbuf_1,81,26
sky130_fd_sc_hd__clkinv_1,0,25
sky130_fd_sc_hd__bufinv_16,0,11
sky130_fd_sc_hd__clkinvlp_2,0,10
sky130_fd_sc_hd__clkinv_2,0,6
sky130_fd_sc_hd__nand3b_1,5,5
sky130_fd_sc_hd__inv_6,0,5
sky130_fd_sc_hd__nor2b_4,0,4
sky130_fd_sc_hd__nand2b_2,0,4
sky130_fd_sc_hd__or3b_2,3,3
No activity file was given, so power comes from the tool's default toggle rates.
